<file path="flow/constraint.sdc">
current_design reg_file

set clk_period 5.9
set clk_io_pct 0.2

create_clock -name clk0 -period $clk_period [get_ports {clk}]

set non_clock_inputs [all_inputs -no_clocks]
set_input_delay [expr $clk_period * $clk_io_pct] -clock clk0 $non_clock_inputs
set_output_delay [expr $clk_period * $clk_io_pct] -clock clk0 [all_outputs]
</file>
<file path="flow/run.sh">
#!/bin/bash
# OpenROAD 26Q1-2900-gdf79404cd8, Yosys 0.63+post, stock flow scripts
make -C /OpenROAD-flow-scripts/flow DESIGN_CONFIG=/design/flow/config.mk WORK_HOME=/design/flow/orfs finish
</file>
<file path="flow/design.v">
module reg_file (
    input clk,
    input we,
    input [4:0] ra1, ra2, wa,
    input [31:0] wd,
    output [31:0] rd1, rd2
);
	(* ram_style = "distributed" *) reg [31:0] register [31:0];
    assign rd1 = (ra1 == 0) ? 32'b0 : register[ra1];
    assign rd2 = (ra2 == 0) ? 32'b0 : register[ra2];
    initial begin : init
        integer i;
        for(i = 0; i < 32; i = i + 1)
            register[i] = 0;
    end
    always @(posedge clk) begin
    	if (we && (wa != 5'b0)) begin
            register[wa] <= wd;
    	end
    end
endmodule
</file>
<file path="flow/config.mk">
export PLATFORM = sky130hd
export DESIGN_NAME = reg_file
export DESIGN_NICKNAME = reg_file
export VERILOG_FILES = /design/flow/design.v
export SDC_FILE = /design/flow/constraint.sdc
export NUM_CORES = 4
export LEC_CHECK = 1
export CORE_UTILIZATION = 30
</file>
==> reports/qor.txt <==
Antenna Violating Nets Remaining -> 0
FMAX -> 181.5 MHz
Top Ports -> 113
DR pass1 iterations -> 7
H-tree levels -> 3
CP required -> 4.72 ns
Post-route setup slack -> 0.3901 ns
Max reg flops -> 1024
Reg clk slew, reported paths -> 0.06 ns
Hold EP -> register[12][14]
# setup viols final -> 0
GRT Total Usage -> 20.66%
# Cells Yosys -> 2564
WP data arrival -> 4.33 ns
Sw Share -> 22.79%
Placed instance count -> 4762
Peak VDD IR -> 184.3 uV
Post-synthesis cell area -> 47900 um2
Hold WS -> 1.286 ns
Crit start category -> primary input
Final Hold Viols -> 0
CP Max Fanout -> 17
CTS tree -> built
Outcome -> finished, final reports clean
Clock Path Buffers -> 3
Flop pwr share -> 50.1%
Max-cap violations -> 0
Initial antenna violation count -> 5
# port buffers -> 112
Area post-placement -> 52680 um2
Core area -> 158400 um2
Layout cell share with drive strength beyond 1 -> 28.25%
Syn Area/Cell -> 18.68 um2
Die footprint -> 161300 um2
Global placer's final weighted congestion -> 0.9074
Biggest regs -> register (1024)
Syn. warnings -> 1
Setup Crit Path Kind -> in2out
Mapped Cells -> 2564
Hold WC Path Type -> in2reg
Post-route setup TNS -> 0 ns
Synth top area share -> 64.19%
Number of global-route vias before repair -> 30740
Syn-to-layout area delta -> 16.93%
Dpl ws -> 0.2794 ns
DR WL/cell -> 31.61 um
Hold Crit Start -> wd[14]
First-pass GRT wire length -> 222.1 mm
Routed vias/inst -> 5.636
DRT Wirelength -> 156.5 mm
Num Clock Sinks -> 1024
PD cells -> 290.4 nW/um2
Largest Register -> register
Crit. End Element -> output port
TritonCTS Buffers -> 102
Most area-consuming cells after synthesis -> edfxtp_1 64%, mux4_2 15%, mux2i_1 6.7%
Die Width -> 401.6 um
DIE HEIGHT -> 401.6 um
Dominant logic cell type in the layout -> edfxtp_1
Comb power frac -> 9.5%
Most used routing layer -> met2
Cell Type Count -> 39
Net Sw Power -> 3707 uW
Slew headroom -> 36.84%
Hold depth -> 2
Max Slew Vio Count -> 0
Synth Seq Share -> 64.19%
Most instantiated logic cells after routing -> 1024 x edfxtp_1, 320 x mux2i_1, 316 x mux4_2
Initial Utilization -> 30.25%
Met1 usage -> 22.35%
Cts hold-fix bufs -> 0
Finished Layout Cells -> 4953
DRC errors left -> 0
Period utilization -> 93.39%
Synth flops -> 1024
Iteration-0 DRC Markers -> 1853
Post-detail-place hpwl -> 92.36 mm
Final instance area -> 56020 um2
Count of tool warnings -> 26
Worst Tran Pin Value -> 0.9410 ns
Post-CTS Resized -> 0
Minimum clock period -> 5.510 ns
Post-CTS setup buffer count -> 0
Internal -> 12560 uW
Leakage power -> 0.01805 uW
Clk pwr share -> 40.4%
CTS Root Cell -> clkbuf_16
Pin count of the biggest net entering global routing -> 63
# rows -> 146
GRT overflow -> 0
YS chip area -> 47900 um2
GR Util met2 -> 30.27%
Post-synth top area cell -> edfxtp_1
Unrepaired setup endpoints after global routing -> no
Global Route met3 Usage -> 17.05%
Routed vias -> 27920
## through the flow
stage / util, % / total power [uW]
after floorplan: - / 9120
after global placement: 33.26 / 9849
after detailed placement: 33.26 / 9853
after CTS: 35.36 / 16360
after global routing: 35.36 / 16690
final: 35.37 / 16260
## cell usage after synthesis (all sizes together)
cell / number
nand3: 2
nand2: 85
conb: 1
nand2b: 1
mux2i: 320
a221oi: 54
and2: 2
o221ai: 64
inv: 2
edfxtp: 1024
buf: 115
or3: 2
and3: 1
mux4: 352
o2111ai: 10
o21ai: 54
nor2: 37
nor2b: 37
or2: 1
nand4: 32
mux2: 64
clkbuf: 100
a22oi: 64
a21oi: 32
a211oi: 64
or4: 1
or3b: 5
nand3b: 6
a311oi: 32
## worst max-delay path, cell delays in order
cell	delay, ns
buf_2	0.45
or2_2	0.22
buf_4	0.40
buf_4	0.45
o21ai_0	0.16
a311oi_1	0.77
clkdlybuf4s50_1	0.64
## power groups by stage
| stage | logic (uW) | registers (uW) | clock network [uW] |
|---|---|---|---|
| after CTS | 1550 | 8150 | 6660 |
| after global routing | 1640 | 8160 | 6890 |
| final | 1540 | 8160 | 6570 |
## routing by layer
layer / part of all wire [%] / wire length, um / up-vias
li1: - / - / 11500
met1: 32 / 50050 / 14060
met2: 45 / 71170 / 1992
met3: 18 / 28950 / 349
met4: 3.9 / 6167 / 14
met5: 0.13 / 205 / -
## cell families after synthesis
| group | after synthesis | synth area share [%] |
|---|---|---|
| AOI/OAI and AO/OA | 374 | 6.154 |
| buffers and inverters | 217 | 2.445 |
| DFF | 1024 | 64.19 |
| and+or+nand+nor | 212 | 2.184 |
| other | 1 | 0.007828 |
| muxes | 736 | 25.02 |
## how the worst max path moves through the flow
stage,slack [ns],end,cells past startpoint,from
finish,0.39,rd1[27],7,ra1[4]
global route,0.27,rd1[29],7,ra1[4]
CTS,0.28,rd1[27],7,ra1[4]
## cell type report
cell class,instances,area [um2]
inverters,2,10.01
diodes,3,7.507
multi-input cells,1354,16400
fillers,14420,102400
flip-flops and latches,1024,30750
clock buffers,129,2718
repair buffers,310,2925
clock inverters,59,610.6
well taps,2072,2592
Power and IR drop assume default switching activity.
