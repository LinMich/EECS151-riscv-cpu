<file path="./design.v">
module accelerator #(
    parameter pixel_width = 1024,
    parameter pixel_height = 768,
    parameter pixel_width_bits = ((((pixel_width) > 1) ? 1 : 0) + 
			(((pixel_width) > 2) ? 1 : 0) + 
			(((pixel_width) > 4) ? 1 : 0) + 
			(((pixel_width) > 8) ? 1 : 0) + 
			(((pixel_width) > 16) ? 1 : 0) + 
			(((pixel_width) > 32) ? 1 : 0) + 
			(((pixel_width) > 64) ? 1 : 0) + 
			(((pixel_width) > 128) ? 1 : 0) + 
			(((pixel_width) > 256) ? 1 : 0) + 
			(((pixel_width) > 512) ? 1 : 0) + 
			(((pixel_width) > 1024) ? 1 : 0) + 
			(((pixel_width) > 2048) ? 1 : 0) + 
			(((pixel_width) > 4096) ? 1 : 0) + 
			(((pixel_width) > 8192) ? 1 : 0) + 
			(((pixel_width) > 16384) ? 1 : 0) + 
			(((pixel_width) > 32768) ? 1 : 0) + 
			(((pixel_width) > 65536) ? 1 : 0) + 
			(((pixel_width) > 131072) ? 1 : 0) + 
			(((pixel_width) > 262144) ? 1 : 0) + 
			(((pixel_width) > 524288) ? 1 : 0) + 
			(((pixel_width) > 1048576) ? 1 : 0) + 
			(((pixel_width) > 2097152) ? 1 : 0) + 
			(((pixel_width) > 4194304) ? 1 : 0) + 
			(((pixel_width) > 8388608) ? 1 : 0) + 
			(((pixel_width) > 16777216) ? 1 : 0) + 
			(((pixel_width) > 33554432) ? 1 : 0) + 
			(((pixel_width) > 67108864) ? 1 : 0) + 
			(((pixel_width) > 134217728) ? 1 : 0) + 
			(((pixel_width) > 268435456) ? 1 : 0) + 
			(((pixel_width) > 536870912) ? 1 : 0) + 
			(((pixel_width) > 1073741824) ? 1 : 0)),    
    parameter pixel_height_bits = ((((pixel_height) > 1) ? 1 : 0) + 
			(((pixel_height) > 2) ? 1 : 0) + 
			(((pixel_height) > 4) ? 1 : 0) + 
			(((pixel_height) > 8) ? 1 : 0) + 
			(((pixel_height) > 16) ? 1 : 0) + 
			(((pixel_height) > 32) ? 1 : 0) + 
			(((pixel_height) > 64) ? 1 : 0) + 
			(((pixel_height) > 128) ? 1 : 0) + 
			(((pixel_height) > 256) ? 1 : 0) + 
			(((pixel_height) > 512) ? 1 : 0) + 
			(((pixel_height) > 1024) ? 1 : 0) + 
			(((pixel_height) > 2048) ? 1 : 0) + 
			(((pixel_height) > 4096) ? 1 : 0) + 
			(((pixel_height) > 8192) ? 1 : 0) + 
			(((pixel_height) > 16384) ? 1 : 0) + 
			(((pixel_height) > 32768) ? 1 : 0) + 
			(((pixel_height) > 65536) ? 1 : 0) + 
			(((pixel_height) > 131072) ? 1 : 0) + 
			(((pixel_height) > 262144) ? 1 : 0) + 
			(((pixel_height) > 524288) ? 1 : 0) + 
			(((pixel_height) > 1048576) ? 1 : 0) + 
			(((pixel_height) > 2097152) ? 1 : 0) + 
			(((pixel_height) > 4194304) ? 1 : 0) + 
			(((pixel_height) > 8388608) ? 1 : 0) + 
			(((pixel_height) > 16777216) ? 1 : 0) + 
			(((pixel_height) > 33554432) ? 1 : 0) + 
			(((pixel_height) > 67108864) ? 1 : 0) + 
			(((pixel_height) > 134217728) ? 1 : 0) + 
			(((pixel_height) > 268435456) ? 1 : 0) + 
			(((pixel_height) > 536870912) ? 1 : 0) + 
			(((pixel_height) > 1073741824) ? 1 : 0)),  
    parameter mem_width = 1,
    parameter mem_depth = 786432,
    parameter mem_addr_width = ((((mem_depth) > 1) ? 1 : 0) + 
			(((mem_depth) > 2) ? 1 : 0) + 
			(((mem_depth) > 4) ? 1 : 0) + 
			(((mem_depth) > 8) ? 1 : 0) + 
			(((mem_depth) > 16) ? 1 : 0) + 
			(((mem_depth) > 32) ? 1 : 0) + 
			(((mem_depth) > 64) ? 1 : 0) + 
			(((mem_depth) > 128) ? 1 : 0) + 
			(((mem_depth) > 256) ? 1 : 0) + 
			(((mem_depth) > 512) ? 1 : 0) + 
			(((mem_depth) > 1024) ? 1 : 0) + 
			(((mem_depth) > 2048) ? 1 : 0) + 
			(((mem_depth) > 4096) ? 1 : 0) + 
			(((mem_depth) > 8192) ? 1 : 0) + 
			(((mem_depth) > 16384) ? 1 : 0) + 
			(((mem_depth) > 32768) ? 1 : 0) + 
			(((mem_depth) > 65536) ? 1 : 0) + 
			(((mem_depth) > 131072) ? 1 : 0) + 
			(((mem_depth) > 262144) ? 1 : 0) + 
			(((mem_depth) > 524288) ? 1 : 0) + 
			(((mem_depth) > 1048576) ? 1 : 0) + 
			(((mem_depth) > 2097152) ? 1 : 0) + 
			(((mem_depth) > 4194304) ? 1 : 0) + 
			(((mem_depth) > 8388608) ? 1 : 0) + 
			(((mem_depth) > 16777216) ? 1 : 0) + 
			(((mem_depth) > 33554432) ? 1 : 0) + 
			(((mem_depth) > 67108864) ? 1 : 0) + 
			(((mem_depth) > 134217728) ? 1 : 0) + 
			(((mem_depth) > 268435456) ? 1 : 0) + 
			(((mem_depth) > 536870912) ? 1 : 0) + 
			(((mem_depth) > 1073741824) ? 1 : 0))
)(
    input   clk,
    input [pixel_width_bits - 1 : 0] x0,
    input [pixel_height_bits - 1 : 0] y0,
    input [pixel_width_bits - 1 : 0] x1,
    input [pixel_height_bits - 1 : 0] y1,
    input color,
    output RX_ready,
    input  RX_valid,     
    output   XL_wr_en,
    output   [mem_width-1:0] XL_wr_data,
    output   [mem_addr_width-1:0] XL_wr_addr
);
    reg [pixel_width_bits - 1 : 0] x_curr;  
    reg [pixel_height_bits - 1 : 0] y_curr;  
    reg [pixel_width_bits - 1 : 0] x_target;
    reg [pixel_height_bits - 1 : 0] y_target;
    reg [pixel_width_bits : 0] dx = 0;
    reg [pixel_width_bits : 0] dy = 0;
    reg [pixel_width_bits : 0] error = 0;
    reg y_step = 0;
    reg steep = 0;
    reg color_reg;
    reg TX_running;
    assign RX_ready = ~TX_running;
    assign XL_wr_en = TX_running;
    assign XL_wr_data = color_reg;
    assign XL_wr_addr = (steep == 1) ? {x_curr, y_curr} : {y_curr, x_curr};
    always @(posedge clk) begin
        if (TX_running) begin
            if (x_curr >= x_target) TX_running <= 1'b0;
            else begin
                if (error < dy) begin
                    y_curr <= (y_step) ? y_curr + 1 : y_curr - 1;
                    error <= (error - dy) + dx;
                end else begin
                    error <= error - dy;
                end
                x_curr <= x_curr + 1;
            end
        end else if (RX_valid) begin
            TX_running <= 1'b1;
            if ((((y0) > (y1) ? (y0) : (y1)) - ((y0) < (y1) ? (y0) : (y1))) > (((x0) > (x1) ? (x0) : (x1)) - ((x0) < (x1) ? (x0) : (x1)))) begin  
                if (y0 > y1) begin
                    x_curr <= y1;
                    y_curr <= x1;
                    x_target <= y0;
                    y_target <= x0;
                    dx <= (((y0) > (y1) ? (y0) : (y1)) - ((y0) < (y1) ? (y0) : (y1)));  
                    dy <= (((x0) > (x1) ? (x0) : (x1)) - ((x0) < (x1) ? (x0) : (x1)));
                    error <= (y0 - y1) >> 1;
                    y_step <= (x1 < x0) ? 1 : 0;
                end else begin
                    x_curr <= y0;
                    y_curr <= x0;
                    x_target <= y1;
                    y_target <= x1;
                    dx <= y1 - y0;
                    dy <= (((x0) > (x1) ? (x0) : (x1)) - ((x0) < (x1) ? (x0) : (x1)));
                    error <= (y1 - y0) >> 1;
                    y_step <= (x0 < x1) ? 1 : 0;
                end
                steep <= 1;
            end else if (x0 > x1) begin  
                x_curr <= x1;
                y_curr <= y1;
                x_target <= x0;
                y_target <= y0;
                dx <= x0 - x1;
                dy <= (((y0) > (y1) ? (y0) : (y1)) - ((y0) < (y1) ? (y0) : (y1)));
                error <= (x0 - x1) >> 1;
                y_step <= (y0 < y1) ? 1 : 0;
                steep <= 0;
            end else begin
                x_curr <= x0;
                y_curr <= y0;
                x_target <= x1;
                y_target <= y1;
                dx <= x1 - x0;
                dy <= (((y0) > (y1) ? (y0) : (y1)) - ((y0) < (y1) ? (y0) : (y1)));
                error <= (x1 - x0) >> 1;
                y_step <= (y0 < y1) ? 1 : 0;
                steep <= 0;
            end
            color_reg <= color;
        end else begin
            TX_running <= 1'b0;
        end
    end
endmodule
</file>
<file path="./run.sh">
#!/bin/bash
# OpenROAD 26Q1-2900-gdf79404cd8, Yosys 0.63+post, stock flow scripts
make -C /OpenROAD-flow-scripts/flow DESIGN_CONFIG=/design/flow/config.mk WORK_HOME=/design/flow/orfs finish
</file>
<file path="./config.mk">
export PLATFORM = sky130hd
export DESIGN_NAME = accelerator
export DESIGN_NICKNAME = accelerator
export VERILOG_FILES = /design/flow/design.v
export SDC_FILE = /design/flow/constraint.sdc
export NUM_CORES = 4
export LEC_CHECK = 1
export CORE_UTILIZATION = 50
</file>
<file path="./constraint.sdc">
current_design accelerator

set clk_period 13.0
set clk_io_pct 0.2

create_clock -name clk0 -period $clk_period [get_ports {clk}]

set non_clock_inputs [all_inputs -no_clocks]
set_input_delay [expr $clk_period * $clk_io_pct] -clock clk0 $non_clock_inputs
set_output_delay [expr $clk_period * $clk_io_pct] -clock clk0 [all_outputs]
</file>
==> results.ini <==
[status]
status = complete, no violations

[synthesis]
yosys_warnings = 1
synthFlopType = edfxtp_1
synthArstFlopShare_pct = 0
ys_cells = 1079
synth_seq_share_pct = 22.2
yosys.cell_types.count = 90
yosys_area_um2 = 9020
edf_count = 66
synth_flops = 67
syn_area_um2 = 9020
syn_area_per_cell_um2 = 8.36
synth_cells = 1079

[die]
io_pins = 66
die_width_um = 136
die_y_um = 136
die_area_um2 = 18600
fp-utilization_pct = 51.6
core-area_um2 = 17500
rows = 48

[drt]
dr.pass1.iters = 5
wl_mm = 28.4
avgViaCountPerCell = 6.02
drt_iter0_drc = 650
vias = 8071
drc_errors = 0
wl_per_cell_um = 21.2
antennaDiodeCount = 0
antenna_left = 0

[final_layout]
drive_gt1_share_pct = 8.24
fillers = 1597
fin_util_pct = 57.4
layout_top_cell = ha_1
lay_top_cells = ha_1 (106), nand2_1 (103), o21ai_0 (98)
top_regs = dx: 11 flops, dy: 11 flops, error: 11 flops
area_delta_synth_final_pct = 11.1

[clocking]
postCtsResizedCells = 0
root_buffer = clkbuf_16
postCtsSetupBuffers = 0
cts.sinks = 67
clk_pin_slew_worst_paths_ns = 0.06
cts.path.max_buffers = 2
insertion_delay_ns = 0.35
cts_hold_buf = 0
numCtsBuffers = 9
htreeDepth = 3
cts_tree = done

[critical_path]
critPathKind = in2reg
rrSetupSlack_ns = 9.02
cp_common_cell = ha_1
critPathArrivalTime_ns = 10.30
slowest_delay_ns = 0.80
slowest_stage = or4_1
rr_worst_depth = 15
crit_path_end_kind = flip-flop
r2r-end = error[8]
path_max_fanout = 59
timing.rr.start = error[0]
critPathLaunchType = input pin
worstPathRequired_ns = 13.22

[place]
dp_hpwl_mm = 22.0
port_buffers = 65
gp_congestion = 0.970

[run]
warning_count = 45
max-cap-violations = 0

[final_timing]
rsz0062_at_grt = no
timing.final.crit_share_pct = 77.6
finalCriticalPeriod_ns = 10.08
max_slew_margin_pct = 41.2
fin_tns_setup_ns = 0
skew_ns = 0.00878
finalMaxSlewViolations = 0
setup_viol = 0
tightestPinTransition_ns = 0.871
fmax_mhz = 99.2
hold_violations = 0

[grt]
antenna_found_initial = 1
grt-ovfl-total = 0
grt_pass1_wl_mm = 43.2
grt_max_degree = 60
grt_pass1_vias = 7460
grt_usage_pct = 32.7

[worst_hold_path]
hold_class = reg2reg
hold_depth = 2
hold_start = x_curr[9]
hold_end = x_curr[9]

[power_and_ir_drop]
p_per_area_nw_per_um2 = 297
ir_worst_vdd_mv = 0.439
p_leak_nw = 4.25

## critical path: cells and delay by family
family / cells / cell delay (ns)
XOR/XNOR: 1 / 0.34
adder cells (fa/ha/maj): 3 / 1.14
buffers and inverters: 5 / 1.65
AND/OR/NAND/NOR: 5 / 1.90
AND-OR/OR-AND: 12 / 2.58
## Yosys cell counts (3+ instances only)
cell	number	share of area, %
a31oi_1	12	0.83
buf_2	20	1.1
or2_2	4	0.28
nor2b_1	17	1.2
ha_1	106	15
o21bai_1	5	0.42
xor2_1	26	2.5
o21ai_1	3	0.17
xnor2_1	38	3.7
o21ai_0	98	5.4
a21boi_0	4	0.33
inv_1	80	3.3
o211ai_1	22	1.8
a21oi_1	59	3.3
buf_1	4	0.17
edfxtp_1	66	22
or3_1	7	0.49
a311oi_1	8	0.78
clkbuf_1	20	0.83
o41ai_1	5	0.49
a211oi_1	21	1.7
nor2_1	85	3.5
a211o_1	3	0.29
and3_1	8	0.55
nand2b_1	11	0.76
a221o_1	3	0.33
mux2_2	31	3.9
o21a_1	13	1.1
o31ai_1	4	0.33
nor3_1	19	1.1
nand2_1	103	4.3
and2_1	3	0.21
mux2i_1	25	2.8
nand3_1	20	1.1
fa_1	9	2.0
nor2_2	3	0.21
buf_6	3	0.37
buf_4	9	0.75
a21o_1	29	2.4
a311o_1	10	1.1
## metrics by stage
step	power, mW	area, um^2	instances	hold WS [ns]	setup WS (ns)
final	2.98	10000	1341	0.735	2.92
after detailed placement	2.72	9750	1325	0.720	2.77
after global routing	3.26	10000	1341	0.773	2.30
after global placement	2.71	9750	1325	0.726	2.91
after floorplan	2.10	9020	1079	0.613	4.88
after CTS	2.98	10000	1341	0.741	3.09
## layer usage
| metal | global-route usage [%] | wire [um] |
|---|---|---|
| met5 | 0 | 11 |
| met3 | 9.35 | 2230 |
| met1 | 49.3 | 13300 |
| met4 | 9.57 | 973 |
| met2 | 46.4 | 11900 |
## logic make-up (layout without fill, tap and decap cells)
logic type | Yosys count | after routing | synth area share, %
simple gates | 298 | 298 | 15.5
buf+inv | 137 | 174 | 6.72
mux | 57 | 57 | 6.77
compound gates | 341 | 341 | 25.9
flops | 67 | 67 | 22.2
xor+xnor | 64 | 64 | 6.21
fa+ha+maj | 115 | 115 | 16.7
## how the worst max path moves through the flow
stage	startpoint	endpoint	slack, ns	depth (start not counted)
4_1_cts	y0[8]	y_curr[4]	3.09	26
5_1_grt	y0[8]	error[0]	2.30	26
6_report	y0[8]	y_curr[4]	2.92	26
## cell type report
class	count	area (um^2)	share of cell area (%)
Clock inverter	7	52.6	0.524
Tap cell	225	282	2.81
Multi-Input combinational cell	875	6410	64.0
Sequential cell	67	2000	20.0
Clock buffer	9	225	2.25
Inverter	80	300	3.00
Timing Repair Buffer	78	748	7.46
## where the power goes
| group | internal (mW) | total [mW] | switching, mW |
|---|---|---|---|
| combinational | 0.965 | 2.21 | 1.24 |
| sequential | 0.449 | 0.539 | 0.0900 |
| clock | 0.130 | 0.233 | 0.103 |
| total | 1.54 | 2.98 | 1.43 |
Power and IR drop assume default switching activity.
