==> design.v <==
module ALU (
    input [31:0] ina,
    input [31:0] inb,
    input [4:0] shamt,
    input [6:0] opc,
    input [2:0] fnc3,
    input fnc1,
    output [31:0] result
);
    reg [31:0] result_reg;
    assign result = result_reg;
    always @(*) begin
        case (fnc3)
        3'b000: begin
            if (fnc1 == 1'b0) result_reg = ina + inb;
            else result_reg = ina - inb; 
        end
        3'b001: begin
            if (opc[5] == 1'b0) result_reg = ina << shamt;
            else result_reg = ina << inb[4:0];
        end
        3'b010: begin
            if ($signed(ina) < $signed(inb)) result_reg = 1;
            else result_reg = 0;
        end
        3'b011: begin
            if (ina < inb) result_reg = 1;
            else result_reg = 0;
        end
        3'b100: result_reg = ina ^ inb;
        3'b110: result_reg = ina | inb;
        3'b111: result_reg = ina & inb;
        3'b101: begin
            if (opc[5] == 1'b0) begin
                if (fnc1 == 1'b0) result_reg = ina >> shamt;
                else result_reg = $signed(ina) >>> shamt;
            end else begin
                if (fnc1 == 1'b0) result_reg = ina >> inb[4:0];
                else result_reg = $signed(ina) >>> inb[4:0];
            end
        end
        default: result_reg = 0;
        endcase
    end
endmodule
==> run.sh <==
#!/bin/bash
# OpenROAD 26Q1-2900-gdf79404cd8, Yosys 0.63+post, stock flow scripts
make -C /OpenROAD-flow-scripts/flow DESIGN_CONFIG=/design/flow/config.mk WORK_HOME=/design/flow/orfs finish
==> config.mk <==
export PLATFORM = sky130hd
export DESIGN_NAME = ALU
export DESIGN_NICKNAME = ALU
export VERILOG_FILES = /design/flow/design.v
export SDC_FILE = /design/flow/constraint.sdc
export NUM_CORES = 4
export LEC_CHECK = 1
export CORE_UTILIZATION = 40
==> constraint.sdc <==
current_design ALU

set clk_period 15.3
set clk_io_pct 0.2

create_clock -name clk0 -period $clk_period

set non_clock_inputs [all_inputs -no_clocks]
set_input_delay [expr $clk_period * $clk_io_pct] -clock clk0 $non_clock_inputs
set_output_delay [expr $clk_period * $clk_io_pct] -clock clk0 [all_outputs]
==> flow_metrics.rpt <==
=== SYNTHESIS / PLACE & ROUTE SUMMARY ===
----------------------------------------------------
[Worst setup path]
  Critical Path Fanout Max ........................ 6
  Slowest cell on the critical path ........................ clkdlybuf4s50_1
  Critical Path Source Type ........................ input port
  Cells traversed along the worst timing path ........................ clkdlybuf4s50_1 -> inv_1 -> ha_1 -> a211o_1 -> a211oi_1 -> o41ai_1 -> o31a_2 -> a211oi_2 -> nor2_1 -> a41oi_1 -> mux2_2 -> or3_1 -> clkdlybuf4s50_1
  Category of the critical setup timing path ........................ in -> out
  Crit. End Element ........................ output port
  Delay of the slowest cell on the worst path ........................ 670 ps
  Worst endpoint data arrival time ........................ 7410 ps
  Data required time of the critical path ........................ 12240 ps
  Most used cell along the critical path ........................ clkdlybuf4s50_1

[Die]
  Effective utilization at floorplan ........................ 0.407
  Number of placement rows ........................ 54
  Die Ht ........................ 151 µm
  Overall die width ........................ 151 µm
  Placeable core area ........................ 0.0218 mm²
  Number of I/O pins ........................ 112
  Area of the chip ........................ 0.0227 mm²

[Layout]
  Combinational cell area excluding buffers and inverters ........................ 0.00798 mm²
  Final design utilization ........................ 0.460
  Clock buffer cells ........................ 0
  Area taken by flip-flops and latches ........................ 0 µm²
  Number of flip-flops and latches ........................ 0
  Number of fillers in the final layout ........................ 2329
  Share of cells above drive strength 1 ........................ 0.0500
  Area overhead of the layout relative to synthesis ........................ 13.1%

[Final timing]
  Max Slew Vio Count ........................ 0
  Post-layout period usage ........................ 0.684
  Final hold violation count ........................ 0
  Fin Setup TNS ........................ 0 ps
  Maximum achievable frequency ........................ 95.5 MHz
  Final tally of setup violations ........................ 0
  Clock period minus final worst setup slack ........................ 10470 ps
  Final-layout worst hold slack ........................ 7290 ps
  Unrepaired setup endpoints after global routing ........................ no
  Final setup margin ........................ 4830 ps
  Worst max-slew margin expressed relative to the limit ........................ 0.472
  Transition at the pin with the smallest max-transition slack ........................ 789 ps

[Synth]
  Count of synthesis-stage warnings from yosys ........................ 1
  Portion of synthesized cell area occupied by the leading cell type ........................ 0.136
  Seq share, synth ........................ 0
  Area reported by Yosys stat ........................ 0.00885 mm²
  Netlist Area Pre-Place ........................ 0.00885 mm²
  Instance tally after logic synthesis ........................ 1357
  Area leader, netlist ........................ ha_1
  Synthesized area divided by synthesized cell count ........................ 6.52 µm²
  Cell types occupying the most area after synthesis ........................ ha_1, mux2i_1, o21ai_0, a21oi_1, nand2_1
  Yosys cell count ........................ 1357
  Number of unique standard cell types used by synthesis ........................ 80

[Global routing]
  Initial antenna violation count ........................ 2
  Grt met2 use ........................ 0.521
  Most used routing layer in global routing ........................ met1
  Largest net degree at the start of global routing ........................ 63
  Sum of overflow across all layers after global routing ........................ 0
  Gr usage total ........................ 0.358
  Wire length of the first global-routing pass ........................ 60000 µm
  Via count of the first global-routing pass ........................ 9865
  Grt met1 use ........................ 0.527
  Routing usage on met3 ........................ 0.0856

[Routing]
  Mean routed wirelength per cell ........................ 24.1 µm
  Detailed-route via count ........................ 10700
  Remaining antenna violation count ........................ 0
  Violation count after the first detailed-route iteration ........................ 907
  Avg Vias per Cell ........................ 6.42
  Number of search-and-repair iterations in the first detailed-routing pass ........................ 6
  Final routed wirelength across all metal layers ........................ 40000 µm
  Number of DRC violations after detailed routing ........................ 0

[Flow run]
  Max-cap viol count ........................ 0
  Number of logged tool warnings ........................ 102

[Pwr]
  Power density over the cells ........................ 43.6 mW/mm²
  Lkg Pwr ........................ 4.35 nW
  Worst VDD drop ........................ 0.0152 mV
  Psw ........................ 0.000269 W
  Cell internal pwr ........................ 0.000167 W
  Total power after layout ........................ 0.000436 W
  Sw frac ........................ 0.616

[CTS]
  Post-CTS Setup Inserts ........................ 0
  Post-CTS Resized ........................ 0
  Count of hold-fix buffers inserted at cts ........................ 0

[Min path]
  Class of the worst hold path ........................ in -> out

[Place]
  Count of port buffers added during placement ........................ 106
  Detailed placement HPWL ........................ 30800 µm
  Global placement routability congestion ........................ 1.01
  Worst slack after detailed placement ........................ 4850 ps

[Run status]
  Status ........................ completed

----------------------------------------------------
[layout by cell type, fill, tap and decap left out, types with 7 or more instances in the layout]
master,n
clkdlybuf4s50_1,104
nand3_1,20
mux4_2,9
o31ai_1,13
and3_1,13
a21oi_1,117
a21o_1,11
nor2_1,127
nand2b_1,15
o31a_1,7
o221ai_1,8
o211ai_1,16
ha_1,96
buf_4,23
a22oi_1,8
nor3_1,23
mux2i_1,112
a22o_1,26
o22ai_1,10
xnor2_1,21
nand2_1,140
nor2b_1,7
inv_1,117
o21ai_0,123
a211oi_1,40
mux2_2,9
a221oi_1,16
a31oi_1,25
[per-layer routing]
layer | up-vias | share of wire
met2 | 541 | 0.42
li1 | 5047 | -
met4 | 0 | 0.028
met1 | 5026 | 0.45
met5 | - | 0
met3 | 63 | 0.11
[area by class of cell]
| class | instances | area share |
|---|---|---|
| Tap cell | 280 | 0.0350 |
| Multi-Input combinational cell | 1133 | 0.798 |
| Inverter | 119 | 0.0446 |
| Timing Repair Buffer | 129 | 0.122 |
| Antenna cell | 2 | 0.000500 |
[final timing paths]
check / startpoint / endpoint / slack, ps / depth (start not counted)
setup / recovery: ina[1] / result[25] / 4830 / 13
hold / removal: fnc1 / result[17] / 7290 / 5
[synthesized netlist by cell type (6+ instances only)]
| cell | number |
|---|---|
| nand2_1 | 140 |
| nor2_1 | 128 |
| o21ai_0 | 123 |
| a21oi_1 | 117 |
| inv_1 | 117 |
| mux2i_1 | 117 |
| ha_1 | 96 |
| clkbuf_1 | 61 |
| a211oi_1 | 40 |
| a22o_1 | 26 |
| a31oi_1 | 25 |
| nor3_1 | 24 |
| xnor2_1 | 21 |
| nand3_1 | 20 |
| buf_2 | 19 |
| a221oi_1 | 16 |
| o211ai_1 | 16 |
| nand2b_1 | 15 |
| and3_1 | 13 |
| o31ai_1 | 13 |
| a21o_1 | 11 |
| buf_1 | 11 |
| o22ai_1 | 10 |
| buf_4 | 9 |
| mux2_2 | 9 |
| mux4_2 | 9 |
| a22oi_1 | 8 |
| o221ai_1 | 8 |
| nor2b_1 | 7 |
| o31a_1 | 7 |
| o21bai_1 | 6 |
| o311ai_0 | 6 |
| or3_1 | 6 |
[logic make-up (layout without fill, tap and decap cells)]
kind of cell,Yosys count,after routing,synth area share
buf+inv,224,248,0.106
xor+xnor,26,26,0.0257
other cells,0,2,0
compound gates,501,501,0.377
simple gates,372,372,0.183
mux,136,136,0.168
fa+ha+maj,98,98,0.140
[through the flow]
stage          instances  area (µm²)
3_3_place_gp        1661       10000
5_1_grt             1661       10000
6_report            1663       10000
2_1_floorplan       1357        8850
3_5_place_dp        1661       10000
4_1_cts             1661       10000
[power groups by stage]
stage / clock network (W) / logic, W / registers [W]
global route: 0 / 0.000470 / 0
CTS: 0 / 0.000427 / 0
[worst max-delay path, delay by kind of cell]
kind	cells	cell delay, ps
buf+inv	3	1250
mux	1	360
compound gates	6	1940
fa+ha+maj	1	350
simple gates	2	440
Power is estimated from default activity; no workload was simulated.
